==> ./design.v <==
module hs_inf #(
    parameter WIDTH = 8,    
    parameter STAGE = 3     
)(
    input                   clk     ,
    input                   rst_n   ,
    output                  o_ready ,
    input                   i_valid ,
    input  [WIDTH-1:0]      i_data  ,
    input                   i_ready ,
    output                  o_valid ,
    output [WIDTH-1:0]      o_data   
);
reg    [STAGE-1:0]            valid_r         ;
wire   [STAGE-1:0]            ready_wire      ;
reg    [WIDTH*STAGE-1:0]      data_r          ;    
reg                           valid_down_buff ;
reg    [WIDTH-1:0]            data_down_buff  ;
reg                           ready_up_buff   ;
reg                           valid_up_buff   ;
reg    [WIDTH-1:0]            data_up_buff    ;
wire                          buff_up_en      ;
wire                          valid_temp      ;
wire   [WIDTH-1:0]            data_temp       ;
always @(posedge clk) begin                 
    if (!rst_n)
        valid_down_buff <= 0;
    else if (ready_wire[STAGE-1])
        valid_down_buff <= valid_r[STAGE-1];  
end
assign o_valid = valid_down_buff;
always @(posedge clk) begin
    if (ready_wire[STAGE-1] && valid_r[STAGE-1])
        data_down_buff <= data_r[STAGE*WIDTH-1-:WIDTH];
end
assign o_data = data_down_buff;
assign buff_up_en = i_valid & ready_up_buff & (~ready_wire[0]);      
always @(posedge clk) begin
    if (!rst_n)
        valid_up_buff <= 0;
    else
        valid_up_buff <= valid_up_buff ? ~ready_wire[0] : buff_up_en;  
end
always @(posedge clk) begin
    if (!rst_n)
         ready_up_buff <= 0;
    else
         ready_up_buff <= ready_wire[0] || (~valid_up_buff && ~buff_up_en);  
end
assign o_ready = ready_up_buff;
always @(posedge clk) begin
    if (buff_up_en)
        data_up_buff <= i_data;
end
assign valid_temp = ready_up_buff ? i_valid : valid_up_buff;
assign data_temp = ready_up_buff ? i_data : data_up_buff;
assign ready_wire[STAGE-1] = i_ready || ~o_valid; 
always @(posedge clk) begin
    if (!rst_n)
        valid_r[0] <= 0;
    else if (ready_wire[0])
        valid_r[0] <= valid_temp;
end
always @(posedge clk) begin                         
    if (ready_wire[0] & valid_temp)
        data_r[WIDTH-1:0] <= data_temp;    
end
generate
    genvar i;
        for (i=0; i<STAGE-1; i=i+1) begin: READY_LOOP
            assign ready_wire[i] = ready_wire[i+1] || ~valid_r[i+1];
        end
endgenerate
generate
    genvar j;
        for (j=1; j<STAGE; j=j+1) begin: VALID_LOOP
            always @(posedge clk) begin
                if (!rst_n)
                    valid_r[j] <= 0;
                else if (ready_wire[j-1])
                    valid_r[j] <= valid_r[j-1];   
            end
        end  
endgenerate
generate
    genvar n;
        for (n=1; n<STAGE; n=n+1) begin: DATA_LOOP
            always @(posedge clk) begin
                if (ready_wire[n-1] & valid_r[n-1])
                    data_r[(n+1)*WIDTH-1-:WIDTH] <= data_r[n*WIDTH-1-:WIDTH];
            end
        end
endgenerate
endmodule
==> ./run.sh <==
#!/bin/bash
# OpenROAD 26Q1-2900-gdf79404cd8, Yosys 0.63+post, stock flow scripts
make -C /OpenROAD-flow-scripts/flow DESIGN_CONFIG=/design/flow/config.mk WORK_HOME=/design/flow/orfs finish
==> ./config.mk <==
export PLATFORM = sky130hd
export DESIGN_NAME = hs_inf
export DESIGN_NICKNAME = hs_inf
export VERILOG_FILES = /design/flow/design.v
export SDC_FILE = /design/flow/constraint.sdc
export NUM_CORES = 4
export LEC_CHECK = 1
export CORE_AREA = 10 10 106 106
export DIE_AREA = 0 0 116 116
==> ./constraint.sdc <==
current_design hs_inf

set clk_period 2.2
set clk_io_pct 0.2

create_clock -name clk0 -period $clk_period [get_ports {clk}]

set non_clock_inputs [all_inputs -no_clocks]
set_input_delay [expr $clk_period * $clk_io_pct] -clock clk0 $non_clock_inputs
set_output_delay [expr $clk_period * $clk_io_pct] -clock clk0 [all_outputs]
==> results.yml <==
# physical design summary
clock_tree:
  ctsRootBufferMaster: "clkbuf_8"
  cts_buffers: 5
  cts_hold_buffers: 0
  cts_setup_buffers: 0
  cts_buffer_depth: 2
  clkSinkCount: 46
  clk_latency_ns: 0.29
  cts_resized: 0
  tritoncts: "yes"
  htree_levels: 2
  clkSlewWorstSetupHoldPaths_ns: 0.08
power:
  p_leak_nw: 0.651
  powerDensity_nw_per_um2: 740
  ir_drop_v: 0.000236
worst_setup_path:
  r2r_start: "valid_down_buff"
  critPathKind: "primary input to flop"
  cp_cell_sequence: "clkdlybuf4s50_1 -> nor2b_4 -> and3_2 -> and3_1"
  reg2regPathDepth: 3
  startpoint_type: "primary input"
  endpoint_kind: "flop"
  rrSetupSlack_ns: 0.71
  cp_data_arrival_time_ns: 1.68
  r2r_end: "data_up_buff[0]"
  critical-path-top-delay-family: "simple AND/OR/NAND/NOR gates"
  worstPathRequired_ns: 2.16
  path_max_fanout: 8
  path_buffers: 1
  crit_path_top_delay_cell: "clkdlybuf4s50_1"
  critical-path-max-stage-delay_ns: 0.46
grt:
  first_global_vias: 677
  antenna_found_initial: 0
  grt_pass1_wl_mm: 3.36
  grt_overflow_total: 0
  grt_max_degree: 14
  track_usage_pct: 3.22
routing:
  postRouteAntennaNets: 0
  drc: 0
  dr_total_vias: 661
  first_pass_iters: 2
  wire_per_inst_um: 9.71
  n_antenna_cell: 0
  drtIter0Drc: 39
  wl_mm: 2.07
  via_per_inst: 3.10
logic_synthesis:
  syn_area_sq_um: 1550
  synth_stat.cells: 74
  largest_area_cell: "edfxtp_1"
  flop_cell: "edfxtp_1"
  avgSynthCellArea_sq_um: 21.0
  synthTopCellsByCount: "40 x edfxtp_1, 8 x mux2_2, 6 x dfxtp_1"
  yosysChipArea_sq_um: 1550
  synth-edff-count: 40
  ys_top_cells_by_area: "edfxtp_1 77%, dfxtp_1 7.7%, mux2_2 5.8%"
  ys_seq_share_pct: 85.0
  yosys_warnings: 1
  synth.top_cell.area_share_pct: 77.3
  most_common_cell: "edfxtp_1"
  syn_inst: 74
  synth_cell_type_count: 19
  numSynthFlops: 46
  synth_async_sr_flop_share_pct: 0
timing:
  max-slew-margin-rel_pct: 75.8
  report.final.slew_viol_count: 0
  finalCritPeriodShare_pct: 78.4
  tightestPinTransition_ns: 0.364
  period_minus_slack_ns: 1.73
  fmax_mhz: 580
  rsz0062_at_grt: "no"
  fin_skew_ns: 0.00494
  setup_violations: 0
  hold_violations: 0
  setup_tns_ns: 0
worst_hold_path:
  min_from: "data_r[11]"
  whs_path_depth: 0
  hold_path_end: "data_r[19]"
  hold_class: "flop to flop"
job:
  openroad.warnings: 25
  cap_violations: 0
die:
  die_x_um: 116
  fp_util_pct: 17.6
  die_y_um: 116
  chip_area_sq_um: 13500
  boundaryPins: 22
  num_rows: 34
  coreArea_sq_um: 8850
cells_and_area:
  design_area_sq_um: 2000
  n_fill_cell: 912
  area_delta_synth_final_pct: 28.4
  seqCellArea_sq_um: 1320
  utilization_pct: 22.6
  stdcell_count: 213
  drive_gt1_share_pct: 20.0
  logic_area_sq_um: 225
placed_design:
  placed_area_sq_um: 1910
  place.gp.congestion: 0.735
  numPortBuffers: 21
  place_inst: 205
status:
  status: "complete, no violations"
## power breakdown
part	switching [W]	total (W)	leakage, nW	internal (W)
Clock	0.000252	0.000470	0.0426	0.000218
Sequential	0.00000254	0.000951	0.414	0.000948
Combinational	0.0000213	0.0000558	0.194	0.0000344
Total	0.000276	0.00148	0.651	0.00120
## registers in the layout, summed over array words and instances, names as in the netlist
name,count
valid_r,3
valid_up_buff,1
data_up_buff,8
valid_down_buff,1
ready_up_buff,1
data_r,24
data_down_buff,8
## metal layers
| metal | part of all wire [%] | track usage, % | vias up |
|---|---|---|---|
| met3 | 13 | 2.15 | 4 |
| li1 | - | - | 342 |
| met4 | 2.1 | 0.751 | 0 |
| met5 | 0 | 0 | - |
| met2 | 42 | 4.66 | 20 |
| met1 | 43 | 3.93 | 295 |
## cells by family (layout without fill, tap and decap cells)
family / count (synthesis) / after routing / share of synthesized area, %
AND-OR/OR-AND: 6 / 6 / 2.74
multiplexers: 9 / 9 / 6.44
AND/OR/NAND/NOR: 12 / 12 / 5.31
flip-flops: 46 / 46 / 85.0
buffers and inverters: 1 / 32 / 0.483
## how the worst max path moves through the flow
stage     startpoint               to  slack [ns]  cells past startpoint
4_1_cts      i_ready  data_up_buff[0]        0.49                      4
5_1_grt      i_ready  data_up_buff[0]        0.41                      4
6_report     i_ready  data_up_buff[0]        0.47                      4
## cell type report
cell class	instances	area share (%)
multi-input cells	27	11.3
clock buffers	6	3.64
repair buffers	24	11.7
well taps	108	6.77
flip-flops and latches	46	66.2
clock inverters	2	0.439
## cell usage in the layout, fill, tap and decap left out, drive strengths merged, types with 3 or more instances in the layout
| master | instances |
|---|---|
| buf | 3 |
| edfxtp | 40 |
| mux2 | 8 |
| nor2b | 3 |
| dfxtp | 6 |
| clkdlybuf4s50 | 21 |
| clkbuf | 6 |
## through the flow
stage          hold slack [ns]  total power, W  worst slack [ns]
2_1_floorplan            0.400        0.000994             0.681
3_3_place_gp             0.402         0.00103             0.219
5_1_grt                  0.428         0.00154             0.413
4_1_cts                  0.421         0.00149             0.487
6_report                 0.419         0.00148             0.475
3_5_place_dp             0.405         0.00103             0.186
Power is estimated from default activity; no workload was simulated.
